### /design/flow/config.mk
export PLATFORM = sky130hd
export DESIGN_NAME = Qreg
export DESIGN_NICKNAME = Qreg
export VERILOG_FILES = /design/flow/design.v
export SDC_FILE = /design/flow/constraint.sdc
export NUM_CORES = 4
export LEC_CHECK = 1
export CORE_AREA = 10 10 70 70
export DIE_AREA = 0 0 80 80
### /design/flow/constraint.sdc
current_design Qreg

set clk_period 2.8
set clk_io_pct 0.2

create_clock -name clk0 -period $clk_period [get_ports {clk}]

set non_clock_inputs [all_inputs -no_clocks]
set_input_delay [expr $clk_period * $clk_io_pct] -clock clk0 $non_clock_inputs
set_output_delay [expr $clk_period * $clk_io_pct] -clock clk0 [all_outputs]
### /design/flow/design.v
`timescale 1ns / 1ps
module Qreg#(
    parameter N = 8
)(
    input logic clk, rst, ldp, cta, l_and,
    input logic [N-1 : 0] SW,
    output logic [N-1 : 0] Qout
);
logic [N-1 : 0] qtmp = '0;
assign Qout = qtmp;
always_ff @(posedge(clk)) begin
    if (rst)
        qtmp <= '0;
    else if (ldp)
        qtmp <= SW;
    else if (cta)
        qtmp <= qtmp + 1;
    else if (l_and)
        qtmp <= qtmp & SW;
end
endmodule
### /design/flow/run.sh
#!/bin/bash
# OpenROAD 26Q1-2900-gdf79404cd8, Yosys 0.63+post, stock flow scripts
make -C /OpenROAD-flow-scripts/flow DESIGN_CONFIG=/design/flow/config.mk WORK_HOME=/design/flow/orfs finish
==> impl_metrics.csv <==
group,metric,value,unit
outcome,status,"finished clean",
cts,cts_made_buffers,3,
setup_path,reg2reg_depth,3,
global_routing,gr-total-overflow,0,
global_routing,grt_usage,4.63,%
die,chipWidth,80,um
setup_path,cp-end-kind,"flip-flop",
global_routing,grt_use_met1,6.39,%
setup_path,cp_max_fo,11,
synth,ys_seq_share,32.7,%
final_layout,max_flop_register,"qtmp",
die,dieArea,6400,um^2
synth,ys_top_cells_by_area,"dfxtp_1 33%, a211oi_1 6.1%, nor2_1 5.4%, a21oi_1 4.1%, o22ai_1 3.8%",
cts,hold_buffers,0,
setup_path,arrival,2.06,ns
final_timing,rsz0062_at_grt,"false",
power,power_density,388,nW/um^2
final_timing,fin_skew,0.000721,ns
placement,routabilityCongestion,0.837,
drt,vias,488,
cts,cts_tree,"built",
drt,drt_pass1_iterations,4,
placement,portBuffers,20,
flow_run,cap_violations,0,
cts,cts.repair.resized,0,
final_layout,largestRegisters,"qtmp x8",
final_timing,slew_headroom,73.7,%
die,boundaryPins,21,
synth,async_reset_ff_share,0,%
drt,routed_wl,1490,um
synth,syn_inst,58,
setup_path,slowest_delay,0.61,ns
global_routing,busiest_layer,"met2",
final_layout,areaGrowthSynthToFinish,54.0,%
die,fp-row-count,21,
global_routing,grt_use_met3,1.82,%
synth,synth.most_common_cell,"dfxtp_1",
final_timing,layout_setup_ws,0.874,ns
placement,hpwl,1230,um
synth,netlist_top_cells_count,"8 x dfxtp_1, 7 x nor2_1, 4 x a211oi_1, 4 x a21oi_1, 3 x o22ai_1",
cts,post_cts_buffers,0,
final_timing,finalHoldViolations,0,
global_routing,grt_pass1_vias,478,
drt,first_iter_violations,10,
drt,drc,0,
setup_path,critPathSlowestCell,"clkdlybuf4s50_1",
final_timing,fin_setup_tns,0,ns
final_timing,period_used_share,68.8,%
power,p_leak,0.000270,uW
setup_path,required,2.93,ns
drt,viasPerCell,3.94,
final_layout,num-fill-cells,394,
synth,numSynthFlops,8,
synth,ys_area,489,um^2
synth,netlist_area,489,um^2
synth,top_area_share,32.7,%
placement,dp_slack,0.614,ns
cts,ctsRootBufferMaster,"clkbuf_4",
final_layout,largest_reg_flops,8,
setup_path,crit_chain,"clkdlybuf4s50_1, and3_2, nand3_1, o21ai_1, a2111oi_1",
global_routing,grt_max_degree,13,
synth,yosysWarningCount,1,
drt,ant_nets,0,
synth,ys.flop_type,"dfxtp_1",
die,fp_util,14.3,%
drt,wl_per_cell,12.0,um
final_timing,hold_ws,0.530,ns
final_timing,finalSetupViolations,0,
cts,clk_pin_slew,0.06,ns
global_routing,use_met2,6.98,%
synth,ys_cells,58,
final_layout,drive_gt1_share,10.3,%
setup_path,criticalPathCategory,"primary input to flip-flop",
drt,antenna_cells,0,
power,peakVddDrop,0.234,mV
cts,cts_sinks,8,
cts,clock_latency,0.25,ns
synth,ys_types,31,
final_timing,layout_min_cycle_time,1.93,ns
hold_path,hp-class,"flip-flop to flip-flop",
global_routing,grt_pass1_wl,2360,um
die,core_area,3420,um^2
synth,edf_count,0,
die,fp.dieH,80,um
synth,syn_area_per_cell,8.43,um^2
setup_path,crit_path_start_kind,"primary input",
cts,clock_path_buffers,2,
final_timing,fmax,519,MHz
final_timing,maxSlewViolCount,0,
cts,htreeDepth,1,
flow_run,log.warning_count,25,
hold_path,hold_path_depth,1,
final_layout,utilization,22.1,%
synth,yosys.area.top_type,"dfxtp_1",
global_routing,antenna_found_initial,0,
final_timing,tightestPinTransition,0.394,ns
## worst max-delay path, delay by kind of cell
family | cells | cell delay (ns)
AND-OR/OR-AND | 2 | 0.44
buffers and inverters | 1 | 0.61
AND/OR/NAND/NOR | 2 | 0.44
## cell families (layout without fill, tap and decap cells)
group                      Yosys count  count (layout)  synth area share, %
AOI/OAI and AO/OA                   19              19                 27.1
xor gates and xnor gates             3               3                 5.37
adders and majority gates            1               1                 2.56
buffers and inverters                5              25                 4.86
DFF                                  8               8                 32.7
muxes                                2               2                 4.35
and+or+nand+nor                     20              20                 23.0
## worst paths after layout
path                              start  endpoint  slack (ns)
worst max register to register  qtmp[2]   qtmp[5]        1.57
worst max-delay path                cta   qtmp[5]        0.87
worst min-delay path            qtmp[0]   qtmp[0]        0.53
worst min register to register  qtmp[0]   qtmp[0]        0.53
## cells in the final DEF (no fill, tap or decap), types with 2 or more instances in the layout
cell / instances
xor2_1: 2
clkbuf_4: 3
dfxtp_1: 8
o22ai_1: 3
a21oi_1: 4
clkdlybuf4s50_1: 20
nor2_1: 7
nor2b_1: 2
inv_1: 2
o31ai_1: 2
nand2_1: 2
nand4_1: 2
a211oi_1: 4
## cell type report
class,instances,area [um^2],share of cell area (%)
multi-input cells,45,305,40.5
inverters,2,7.51,0.997
well taps,46,57.6,7.64
clock buffers,3,22.5,2.99
repair buffers,20,200,26.6
flip-flops and latches,8,160,21.3
## per-layer routing
| metal | share of wire, % | up-vias |
|---|---|---|
| met3 | 3.4 | 0 |
| met1 | 53 | 217 |
| met5 | 0 | - |
| met4 | 0 | 0 |
| li1 | - | 259 |
| met2 | 43 | 12 |
## per-stage QoR
step | cell area, um^2 | total power, uW | std cells
final | 753 | 293 | 124
after global routing | 753 | 314 | 124
after CTS | 753 | 298 | 124
after detailed placement | 731 | 208 | 121
after global placement | 731 | 207 | 121
after floorplan | 489 | 165 | 58
## power by group
part,internal (uW),total (uW),switching [uW]
Clock,49.1,88.2,39.1
Sequential,123,133,10.4
Combinational,44.6,71.0,26.4
Total,217,293,75.9
Power is estimated from default activity; no workload was simulated.
