$ cat ./config.mk
export PLATFORM = sky130hd
export DESIGN_NAME = PCreg
export DESIGN_NICKNAME = PCreg
export VERILOG_FILES = /design/flow/design.v
export SDC_FILE = /design/flow/constraint.sdc
export NUM_CORES = 4
export LEC_CHECK = 1
export CORE_UTILIZATION = 30
$ cat ./constraint.sdc
current_design PCreg

set clk_period 3.2
set clk_io_pct 0.2

create_clock -name clk0 -period $clk_period [get_ports {clk}]

set non_clock_inputs [all_inputs -no_clocks]
set_input_delay [expr $clk_period * $clk_io_pct] -clock clk0 $non_clock_inputs
set_output_delay [expr $clk_period * $clk_io_pct] -clock clk0 [all_outputs]
$ cat ./design.v
`timescale 1ns / 1ps
module PCreg(
    input clk, rst, ldp, cta,
    input [31:0] SW,
    output [31:0] PC
);
logic [31:0] pctmp = 32'hF0F0F0F0;
assign PC = pctmp;
always_ff @(posedge(clk)) begin
    if (rst)
        pctmp = '0;
    else if (ldp)
        pctmp = SW;
    else if (cta)
        pctmp = pctmp + 4;
end
endmodule
$ cat ./run.sh
#!/bin/bash
# OpenROAD 26Q1-2900-gdf79404cd8, Yosys 0.63+post, stock flow scripts
make -C /OpenROAD-flow-scripts/flow DESIGN_CONFIG=/design/flow/config.mk WORK_HOME=/design/flow/orfs finish
==> impl_report.txt <==
==== FLOW RESULTS ====
----------------------------------------------------
[Die]
  Chip area ........................ approximately 0.0066 mm^2
  Row Count ........................ 28
  Starting Density ........................ 0.3160
  Die span in x ........................ 81.44 um
  Core region area ........................ between 0.005 and 0.006 mm^2
  Die height ........................ 81.44 um
  Boundary Pins ........................ between 60 and 70

[Critical path]
  Startpoint kind of the worst setup timing path ........................ input pin
  Data required time of the critical path ........................ 3390 ps
  Internal reg-to-reg setup slack ........................ 1030 ps
  Reg-to-Reg End ........................ pctmp[30]$_SDFFE_PP0N_
  Critical path arrival ........................ 2550 ps
  Element type at the critical path end ........................ flip-flop
  Launching point of the worst reg2reg path ........................ pctmp[8]$_SDFFE_PP0N_
  Category of the most critical setup path ........................ input pin to flip-flop
  Worst reg-to-reg path cell count ........................ 4
  Crit Path Max Fanout ........................ 9

[Pwr]
  Power Dens Cells ........................ 355.3 mW/mm^2
  Total design power ........................ 0.9677 mW
  Leakage power ........................ 0.9154 nW
  Max rail drop VDD ........................ 0.1677 mV

[Global route]
  Via count of the first global-routing pass ........................ 1844
  Largest net degree at the start of global routing ........................ 30
  Overall overflow remaining after global route ........................ 0
  Antenna violations before repair ........................ 0
  Global-route wire length before repair ........................ 9011 um
  Overall fraction of global-route tracks in use ........................ 0.1780

[Yosys]
  Synth top cell by count ........................ sky130_fd_sc_hd__dfxtp_1
  Cell types occupying the most area after synthesis ........................ sky130_fd_sc_hd__dfxtp_1 (34%), sky130_fd_sc_hd__nand4_1 (5.6%), sky130_fd_sc_hd__nor2_1 (5.4%), sky130_fd_sc_hd__nand2_1 (4.0%), sky130_fd_sc_hd__nor4_1 (3.3%)
  Cell count after synthesis ........................ 234
  Simple share ........................ 0.3569
  Number of unique standard cell types used by synthesis ........................ 44
  Logic family by area ........................ simple AND/OR/NAND/NOR gates
  Mux cell area share after synthesis ........................ 0.01586
  Post-synthesis register bit count ........................ 32
  XOR Share, Synth ........................ 0.04164
  Average footprint of a synthesized cell ........................ 8.090 um^2
  Tally of yosys warning messages ........................ 1
  AND-OR/OR-AND share of the synthesized area ........................ 0.1963
  Cell count in the Yosys report ........................ 234
  Cell area after technology mapping ........................ 0.001893 mm^2
  Most frequent cells after synthesis ........................ sky130_fd_sc_hd__dfxtp_1 (32), sky130_fd_sc_hd__nor2_1 (27), sky130_fd_sc_hd__nand2_1 (20), sky130_fd_sc_hd__nand4_1 (17), sky130_fd_sc_hd__nor4_1 (10)
  Area share, top type ........................ 0.3384
  Share of flip-flops with an asynchronous set or reset ........................ 0
  Adders+Majority by Area ........................ 0.006609
  Sequential-to-total area share from yosys stat ........................ 0.3384
  Top cell type by total area after synthesis ........................ sky130_fd_sc_hd__dfxtp_1
  Dominant synthesized flop cell ........................ sky130_fd_sc_hd__dfxtp_1
  Yosys synthesis chip area ........................ approximately 0.0019 mm^2
  Number of synthesized flops with an enable pin ........................ 0

[Drt]
  Number of nets with antenna violations after detailed routing ........................ 0
  Routed wire length ........................ approximately 5600 um
  Vias post-DR ........................ 2086
  Post-detailed-route wirelength per cell ........................ 14.98 um
  Number of iterations in the first detailed-routing pass ........................ 4
  DRC errors left ........................ 0
  Starting DRC count in detailed routing ........................ 92
  Total antenna diodes in the routed design ........................ 0
  Vias per inst ........................ 5.578

[CTS]
  H-tree depth ........................ 2
  Latency at later pin ........................ 280 ps
  Clock-pin slew on the worst setup and hold paths ........................ about 70 ps
  Clock Path Buffers ........................ 2
  TritonCTS clock tree ........................ built
  Library cell used as clock root buffer ........................ sky130_fd_sc_hd__clkbuf_8
  Post-CTS Setup Inserts ........................ 0
  Total clock buffers created by CTS ........................ 5
  Hold-fix buffers at CTS ........................ 0
  Clk sink count ........................ 32
  Total of cells resized after clock tree synthesis ........................ 0

[STA]
  RSZ-0062 raised after global routing ........................ no
  Max-slew violation count ........................ 0
  Worst max-slew margin expressed relative to the limit ........................ 0.4807
  Post-layout min period ........................ between 2000 and 2500 ps
  Worst Hold Margin ........................ 499.3 ps
  Worst Setup Slack, final ........................ 842.9 ps
  Final count of negative-setup-slack endpoints ........................ 0
  Actual transition at the worst max-transition pin ........................ 771.8 ps
  Post-route clock skew ........................ 4.241 ps
  Number of hold-slack violations in the final timing report ........................ 0
  Final TNS setup ........................ 0 ps
  Final worst path period share ........................ 0.7366
  Achievable Freq ........................ about 420 MHz

[Placement]
  Tally of buffers added on design ports ........................ roughly 67
  Post-DP HPWL ........................ 4007 um
  Worst slack at placement ........................ 562.3 ps
  Final Wtd Congestion ........................ 0.9089
  Post-Place Cell Area ........................ 0.002634 mm^2
  # placed instances ........................ 366

[Cells and area]
  Final Instance Area ........................ 0.002724 mm^2
  Fraction of layout instances using a drive strength above 1 ........................ 0.05686
  Sequential cell area ........................ 640.6 um^2
  Share of the core filled with cells ........................ 0.4547
  Combinational gate area ........................ 0.001169 mm^2
  Fill cell count ........................ 593
  Tally of non-filler cells in the final layout ........................ 374
  Synthesis-to-finish area growth ........................ 43.89%
  Flip-flop count of the largest register after layout ........................ 32

[Worst hold path]
  Hold Path Class ........................ flip-flop to flip-flop
  HP Start ........................ pctmp[0]$_SDFFE_PP0P_
  Worst Hold End ........................ pctmp[0]$_SDFFE_PP0P_
  Cell depth of the worst min-delay path ........................ 2

[Job]
  Max-cap violations ........................ 0
  Count of warning messages emitted by the tools ........................ 25

[Run status]
  Run status ........................ finished clean

----------------------------------------------------
==> cells by family after synthesis <==
logic type / count (synthesis)
flops: 32
mux: 3
fa+ha+maj: 1
compound gates: 47
simple gates: 121
buf+inv: 21
xor+xnor: 9
==> cell usage in the layout, fill, tap and decap left out, types with 4 or more instances in the layout <==
| cell | n |
|---|---|
| sky130_fd_sc_hd__clkdlybuf4s50_1 | 67 |
| sky130_fd_sc_hd__dfxtp_1 | 32 |
| sky130_fd_sc_hd__nor2_1 | 27 |
| sky130_fd_sc_hd__nand2_1 | 20 |
| sky130_fd_sc_hd__nand4_1 | 17 |
| sky130_fd_sc_hd__nor4_1 | 10 |
| sky130_fd_sc_hd__nand3_1 | 8 |
| sky130_fd_sc_hd__a211oi_1 | 8 |
| sky130_fd_sc_hd__or3_1 | 7 |
| sky130_fd_sc_hd__a21oi_1 | 7 |
| sky130_fd_sc_hd__xor2_1 | 7 |
| sky130_fd_sc_hd__inv_1 | 6 |
| sky130_fd_sc_hd__clkbuf_8 | 6 |
| sky130_fd_sc_hd__and4_1 | 5 |
| sky130_fd_sc_hd__a311oi_1 | 5 |
| sky130_fd_sc_hd__buf_4 | 5 |
| sky130_fd_sc_hd__nand2b_1 | 4 |
| sky130_fd_sc_hd__nor3b_1 | 4 |
| sky130_fd_sc_hd__o21ai_0 | 4 |
==> area by class of cell <==
cell class,count,share of cell area
sequential,32,0.2352
clock buffer,8,0.03307
multi-input combinational,181,0.4290
tap,75,0.03445
timing repair buffer,72,0.2600
inverter,6,0.008268
==> critical path: stages <==
cell	delay, ps
sky130_fd_sc_hd__clkdlybuf4s50_1	670
sky130_fd_sc_hd__buf_4	210
sky130_fd_sc_hd__nand4_1	90
sky130_fd_sc_hd__or2_2	290
sky130_fd_sc_hd__or4_1	400
sky130_fd_sc_hd__a311oi_1	260
==> worst max path at each step <==
stage / cells past startpoint / from / end / slack [ps]
after CTS: 6 / cta / pctmp[28]$_SDFFE_PP0N_ / 850
final: 6 / cta / pctmp[28]$_SDFFE_PP0N_ / 840
after global routing: 5 / cta / pctmp[18]$_SDFFE_PP0N_ / 550
==> layer usage <==
| metal | global-route usage | wire (um) |
|---|---|---|
| met5 | 0 | 0 |
| met4 | 0.03571 | 93 |
| met3 | 0.03720 | 394 |
| met2 | 0.2692 | 2436 |
| met1 | 0.2651 | 2678 |
==> power by group <==
group          internal, mW  switching, mW
combinational         0.117         0.0568
clock                 0.175          0.149
sequential            0.426         0.0431
total                 0.719          0.249
No activity file was given, so power comes from the tool's default toggle rates.
