[/design/flow/constraint.sdc]
current_design FANb

set clk_period 4.6
set clk_io_pct 0.2

create_clock -name clk0 -period $clk_period

set non_clock_inputs [all_inputs -no_clocks]
set_input_delay [expr $clk_period * $clk_io_pct] -clock clk0 $non_clock_inputs
set_output_delay [expr $clk_period * $clk_io_pct] -clock clk0 [all_outputs]
[/design/flow/config.mk]
export PLATFORM = sky130hd
export DESIGN_NAME = FANb
export DESIGN_NICKNAME = FANb
export VERILOG_FILES = /design/flow/design.v
export SDC_FILE = /design/flow/constraint.sdc
export NUM_CORES = 4
export LEC_CHECK = 1
export CORE_AREA = 10 10 70 70
export DIE_AREA = 0 0 80 80
[/design/flow/design.v]
`timescale 1ns / 1ps
module FANb #(
    parameter n = 8
)(
    input logic [n - 1 : 0] a, b,
    input logic cin,
    output logic [n - 1 : 0] s,
    output logic cout
);
always_comb begin
    logic [n : 0] c;
    c[0] = cin;
    for (int i = 0; i < n; i++) begin
        s[i] = a[i] ^ b[i] ^ c[i];
        c[i + 1] = (a[i] & b[i]) | (a[i] & c[i]) | (b[i] & c[i]);
    end;
    cout = c[n];
end;
endmodule
[/design/flow/run.sh]
#!/bin/bash
# OpenROAD 26Q1-2900-gdf79404cd8, Yosys 0.63+post, stock flow scripts
make -C /OpenROAD-flow-scripts/flow DESIGN_CONFIG=/design/flow/config.mk WORK_HOME=/design/flow/orfs finish
==> results_slide.txt <==
Flow Results at a Glance

Synth
  • YS warnings: 1
  • Dominant cell type by area after synthesis: sky130_fd_sc_hd__fa_1
  • Area share of xor/xnor cells in the synthesized design: 0%
  • Fraction of the mapped netlist area in adder cells: 81.01%
  • Mux contribution to synthesized area: 0%
  • Mapped cell area: 197.7 um^2
  • Cell total in the yosys stat output: 18
  • Dominant cell area share: 81.01%
  • Gate Count Post-Synth: 18
  • Share of synthesized cell area in and, or, nand and nor gates: 0%
  • Largest combinational cell category by area: adder cells
  • Unique cell types: 2
  • Proportion of synthesized chip area in sequential cells: 0%
  • Area figure in the yosys stat output: 197.7 um^2
  • Compound Share, Synth: 0%
  • Syn_area_per_cell: 10.98 um^2
  • Largest cells by area after synthesis: sky130_fd_sc_hd__fa_1 81%, sky130_fd_sc_hd__inv_1 19%

Route
  • Met3 wire length: 235 um
  • Final WL: 752 um
  • Post-detailed-route DRC marker count: 0
  • Count of inserted antenna diode cells: 0
  • Highest Signal Layer: met3
  • Ratio of routed vias to standard cells: 2.344
  • Initial DRC Count: 1
  • M1 WL: 324 um
  • Detailed-route via count: 211
  • Drt pass-1 iters: 2
  • Average detailed-routed wire length per instance: 8.356 um
  • Routed wire length on met2: 193 um
  • Final ANT Viol Nets: 0

Cells and area
  • Area delta synth->final: 165.8%
  • Most frequent logic cell in the layout: sky130_fd_sc_hd__clkdlybuf4s50_1
  • Post-route design area: 525.5 um^2
  • Count of clock buffers in the final design: 0
  • Final core utilization: 15.38%
  • Total number of sequential cells: 0
  • Highest-count cells in the layout ignoring fill and taps: 17 x sky130_fd_sc_hd__clkdlybuf4s50_1, 8 x sky130_fd_sc_hd__fa_2, 4 x sky130_fd_sc_hd__inv_2, 4 x sky130_fd_sc_hd__inv_1
  • Area taken by flip-flops and latches: 0 um^2
  • Share of final-layout standard cells stronger than drive strength 1: 45.45%

Timing
  • Final WS setup: -299.5 ps
  • Slew at the pin closest to its max-slew limit: 101.1 ps
  • Final setup violating endpoints: 2
  • Rel. slew slack: 93.24%
  • Final sum of negative setup slack: -339.0 ps
  • Maximum achievable frequency: 204.1 MHz
  • Max-slew violation count: 0
  • Post-layout min period: 4900 ps
  • Number of hold-slack violations in the final timing report: 0
  • Unrepaired setup endpoints after global routing: yes
  • Share of the cycle needed by the critical path after routing: 106.5%

Status
  • Outcome: complete, but fails checks
  • Violated checks: negative setup slack

Pwr
  • Worst supply voltage drop on vdd: 0.00003743 V
  • Ratio of total power to cell area: 108.5 mW/mm^2
  • Leakage: 0.0002113 uW
  • Power, Total: 57.04 uW

Floorplanning
  • Full die area: 0.006400 mm^2
  • Placeable core region: 0.003416 mm^2
  • Die height: 80 um
  • Width of the die: 80 um
  • IO Pins: 26
  • Initial Util: 5.788%
  • Rows: 21

Flow run
  • Number of logged tool warnings: 35
  • # Max-Cap Violations: 0

Critical path
  • Critical path class: input port to output port
  • Series of cell instances along the critical path: buf_6 > inv_4 > fa_2 > inv_2 > fa_2 > fa_2 > fa_2 > fa_2 > fa_2 > fa_2 > inv_2 > fa_2 > inv_2 > buf_2
  • Peak fanout along the critical path: 1
  • Bufs and invs on worst path: 6
  • Startpoint type of the worst setup path: input port
  • Crit path arrival time: 3980 ps
  • Max incr delay on CP: 420 ps
  • Type of element capturing the critical path: output port
  • Slowest cell on crit path: sky130_fd_sc_hd__fa_2
  • Data required time of the critical path: 3680 ps
  • Library cell appearing most often on the critical path: sky130_fd_sc_hd__fa_2
  • Cell type group with the largest total delay on the critical path: adder cells

Worst hold path
  • Worst hold-check path type: input port to output port

Global routing
  • Global-route wire length before repair: 1214 um
  • Pin count of the biggest net entering global routing: 2
  • Via count of the first global-routing pass: 248
  • Antenna violations before repair: 0
  • Aggregate global routing overflow: 0
  • Global-route usage over all layers: 2.334%

Clock network
  • Hold Buf Count CTS: 0
  • Number of buffers inserted to repair setup after CTS: 0

Place
  • Count of port buffers added during placement: 26
  • HPWL reported at the end of detailed placement: 748.9 um
  • Final RePlAce weighted congestion: 0.8417
  • Standard cell area after detailed placement: 528.0 um^2
## power by group
| part | switching (uW) | total (uW) | internal (uW) |
|---|---|---|---|
| registers | 0 | 0 | 0 |
| clock network | 0 | 0 | 0 |
| logic | 17.1 | 57.0 | 39.9 |
| total | 17.1 | 57.0 | 39.9 |
## through the flow
stage | instances | hold WS (ps) | worst slack (ps)
2_1_floorplan | 18 | 1947 | -62.46
3_3_place_gp | 90 | 2898 | -1048
3_5_place_dp | 90 | 2885 | -1069
4_1_cts | 90 | 2590 | -447.6
5_1_grt | 90 | 2611 | -420.8
6_report | 90 | 2578 | -299.5
## logic make-up after synthesis
logic type and count (synthesis):
fa+ha+maj 8, buf+inv 10
## path summary, 6_finish.rpt
check             from   end  cells past startpoint
setup / recovery  a[0]  s[7]                     14
hold / removal     cin  s[0]                      5
## worst min-delay path, cell delays in order
cell                              delay (ps)
sky130_fd_sc_hd__buf_6                    90
sky130_fd_sc_hd__inv_2                    40
sky130_fd_sc_hd__fa_2                    180
sky130_fd_sc_hd__inv_1                    30
sky130_fd_sc_hd__clkdlybuf4s50_1         390
## cell usage after synthesis (all sizes together)
library cell,count
fa,8
inv,10
## per-layer routing
| layer | GRT usage (%) | up-vias |
|---|---|---|
| met5 | 0 | - |
| met3 | 2.273 | 0 |
| li1 | - | 96 |
| met2 | 2.729 | 25 |
| met4 | 0 | 0 |
| met1 | 3.129 | 90 |
## what timing repair did
item | CTS | global route
gates resized | 34 | 3
pin swaps | 8 | 8
setup endpoints to repair | 5 | 3
## area by class of cell
type                            instances  area (um^2)
Inverter                               10        42.54
Tap cell                               46        57.56
Multi-Input combinational cell          8        180.2
Fill cell                             383         2890
Timing Repair Buffer                   26        245.2
Power figures rest on the tool's default switching activity, not on a simulated workload.
